`flow/run.sh`:
```
#!/bin/bash
# OpenROAD 26Q1-2900-gdf79404cd8, Yosys 0.63+post, stock flow scripts
make -C /OpenROAD-flow-scripts/flow DESIGN_CONFIG=/design/flow/config.mk WORK_HOME=/design/flow/orfs finish
```
`flow/config.mk`:
```
export PLATFORM = sky130hd
export DESIGN_NAME = RegisterFile
export DESIGN_NICKNAME = RegisterFile
export VERILOG_FILES = /design/flow/design.v
export SDC_FILE = /design/flow/constraint.sdc
export NUM_CORES = 4
export LEC_CHECK = 1
export CORE_UTILIZATION = 40
```
`flow/constraint.sdc`:
```
current_design RegisterFile

set clk_period 6.4
set clk_io_pct 0.2

create_clock -name clk0 -period $clk_period [get_ports {clk}]

set non_clock_inputs [all_inputs -no_clocks]
set_input_delay [expr $clk_period * $clk_io_pct] -clock clk0 $non_clock_inputs
set_output_delay [expr $clk_period * $clk_io_pct] -clock clk0 [all_outputs]
```
`flow/design.v`:
```
module RegisterFile(clk,we, A1,A2,A3, WD3, RD1,RD2);
	input clk,we;
	input [4:0] A1,A2,A3;
	input[31:0] WD3;
	output[31:0] RD1,RD2;
	reg[31:0] regfile [0:31];
	assign RD1=regfile[A1];
	assign RD2=regfile[A2];
	initial begin
		regfile[0]=32'b0;
	end
	always@(negedge clk)begin 
		if(we==1&&A3!=32'b0)
			regfile[A3]<=WD3;
		else
			regfile[A3]<=regfile[A3];
	end
endmodule			
```
==> results.rst <==
Implementation results
======================

.. list-table::
   :header-rows: 1

   * - Metric
     - Value
   * - Number of endpoints failing setup at the final stage
     - 61
   * - Sequential-to-total area share from yosys stat
     - 63.1%
   * - Routed length per instance
     - 23.6 um
   * - Avg Synthesized Cell Area
     - 14.4 um^2
   * - Cell occurring most often along the worst timing path
     - sky130_fd_sc_hd__buf_6
   * - Max-slew violations
     - 0
   * - Overall global routing resource usage
     - 26.2%
   * - Layout fillers
     - 9871
   * - Drt drc
     - 0
   * - Number of flops mapped to enable cells by yosys
     - 1024
   * - Area share of xor/xnor cells in the synthesized design
     - 0%
   * - Floorplan row count
     - 127
   * - Area enclosed by the die boundary
     - 123000 um^2
   * - Cells after DPL
     - 5133
   * - Post-Synthesis Cell Area
     - 48800 um^2
   * - Slew @ Worst Pin
     - 1.01 ns
   * - Top flop regs
     - regfile x1024
   * - Synthesis-to-finish area growth
     - 27.3%
   * - Clock tree from TritonCTS
     - built
   * - Fin cells
     - 6348
   * - Clk sinks
     - 1024
   * - Max-Slew Margin vs Limit
     - 33.0%
   * - Leakage power total
     - 27.1 nW
   * - First-pass DRT Iterations
     - 6
   * - AND-OR/OR-AND share of the synthesized area
     - 8.05%
   * - Flops & latches, synth
     - 1024
   * - Capturing instance or port of the critical path
     - RD1[5]
   * - Core utilization of the finished layout
     - 51.5%
   * - CTS Buf Count
     - 115
   * - Worst setup startpoint
     - regfile[7][5]$_DFFE_NP_
   * - Clock Tree Buf Depth
     - 3
   * - Number of violations of the max-capacitance limit
     - 0
   * - Worst Setup Slack, final
     - -0.275 ns
   * - Cell type of the slowest stage on the worst timing path
     - sky130_fd_sc_hd__edfxtp_1
   * - Ratio of routed vias to standard cells
     - 5.45
   * - Clock transition at path regs
     - 0.04 ns
   * - Sequential cell area in the final layout
     - 30700 um^2
   * - Final ANT Viol Nets
     - 0
   * - Register ranked first by flip-flop count
     - regfile
   * - Wire length of the first global-routing pass
     - 219000 um
   * - Die height
     - 351 um
   * - Category of cells accounting for the largest share of critical-path delay
     - AND-OR/OR-AND gates
   * - Yosys synthesis warning count
     - 1
   * - DR vias
     - 34600
   * - Final Hold Fails
     - 0
   * - Cells traversed along the worst timing path
     - mux2i_1, a22o_1, nor3_2, a31oi_2, nand3_2, buf_6, buf_6
   * - Cell Type Count
     - 25
   * - Buffers on Ports
     - 112
   * - Max FFs per register
     - 1024
   * - Area of the core
     - 120000 um^2
   * - 1st-iter DRT viols
     - 1992
   * - Half-perimeter wire length of the detailed placement result
     - 88900 um
   * - Power density over cell area
     - 292 nW/um^2
   * - Multiplexer share of the synthesized area
     - 21.0%
   * - RSZ-0062 raised after global routing
     - yes
   * - Starting Density
     - 40.5%
   * - Maximum level of the CTS H-tree
     - 3
   * - Number of cell instances after yosys synthesis
     - 3387
   * - Primary FF master, synth
     - sky130_fd_sc_hd__edfxtp_1
   * - Total Power Consumption
     - 18.1 mW
   * - Slowest cell delay on critical path
     - 0.38 ns
   * - Bufs and invs on worst path
     - 2
   * - Critical path fanouts, max
     - 2
   * - CTS root buf
     - sky130_fd_sc_hd__clkbuf_16
   * - Hold Slack
     - 3.39 ns
   * - Violations in the final reports
     - negative setup slack
   * - Arrival time worst endpoint
     - 5.39 ns
   * - Die width
     - 351 um
   * - Fraction of synthesis flops using an asynchronous set or reset pin
     - 0%
   * - Fraction of final layout cells with drive strength greater than 1
     - 14.1%
   * - Antenna diode count
     - 0
   * - Boundary Pins
     - 113
   * - Comb area leader
     - multiplexers
   * - Gate Count Post-Synth
     - 3387
   * - Hold Path Class
     - in2out
   * - Max VDD drop
     - 0.240 mV
   * - Vias in the first global route
     - 37800
   * - Worst path required time
     - 5.12 ns
   * - Class of the most critical setup path
     - reg2out
   * - Outcome
     - complete, but fails checks
   * - Worst Hold Path Cells
     - 6
   * - Initial antenna violation count
     - 3
   * - FA/HA/MAJ Cells, Area Fraction
     - 0%
   * - Simple-gate area share of the yosys netlist
     - 4.71%
   * - Kind of start point of the critical path
     - flop
   * - Tool Warnings
     - 1030
   * - Maximum number of pins on one net before global-route repair
     - 85
   * - Detailed-route wire length
     - 150000 um
   * - Worst path depth
     - 7
   * - Multi-input logic area
     - 17900 um^2
   * - Type of destination of the critical path
     - output pin
   * - RD Place Congestion
     - 0.887
   * - Yosys synthesis chip area
     - 48800 um^2
   * - Global route total overflow
     - 0
==> cell families (layout without fill, tap and decap cells) <==
kind of cell | after synthesis | in the layout
simple gates | 508 | 508
flops | 1024 | 1024
other cells | 1 | 32
compound gates | 576 | 576
mux | 1024 | 1024
buf+inv | 254 | 1572
==> per-layer routing <==
layer / share of wire (%) / up-vias / GRT usage [%]
met5: 0.13 / - / 0.746
met2: 47 / 1862 / 37.5
li1: - / 15900 / -
met1: 38 / 16600 / 33.0
met3: 12 / 256 / 15.9
met4: 3.1 / 4 / 11.0
==> how the worst min path moves through the flow <==
| stage | slack, ns | endpoint | from |
|---|---|---|---|
| 4_1_cts | 3.39 | RD2[19] | A2[1] |
| 5_1_grt | 3.41 | RD2[19] | A2[1] |
| 6_report | 3.39 | RD2[19] | A2[1] |
==> Yosys cell counts, types with 52 or more instances <==
master | instances | area share (%)
sky130_fd_sc_hd__nand2_1 | 195 | 1.5
sky130_fd_sc_hd__a22oi_1 | 192 | 3.0
sky130_fd_sc_hd__a22o_1 | 128 | 2.3
sky130_fd_sc_hd__a21oi_1 | 192 | 2.0
sky130_fd_sc_hd__buf_2 | 79 | 0.81
sky130_fd_sc_hd__nor3_1 | 64 | 0.66
sky130_fd_sc_hd__nand3_1 | 194 | 2.0
sky130_fd_sc_hd__clkbuf_1 | 71 | 0.55
sky130_fd_sc_hd__buf_4 | 52 | 0.80
sky130_fd_sc_hd__a31oi_1 | 64 | 0.82
sky130_fd_sc_hd__edfxtp_1 | 1024 | 63
sky130_fd_sc_hd__mux2i_1 | 1024 | 21
==> metrics by stage <==
| stage | setup WS (ns) | TNS (ns) | area [um^2] |
|---|---|---|---|
| floorplan | -0.500 | -208.65 | 48900 |
| global placement | -0.106 | -9.29 | 53800 |
| detailed placement | -0.0977 | -8.84 | 53800 |
| CTS | -0.369 | -9.66 | 61900 |
| global route | -0.373 | -12.64 | 62100 |
| finish | -0.275 | -6.10 | 62100 |
==> layout make-up <==
| class | instances | area share (%) |
|---|---|---|
| sequential | 1024 | 49.5 |
| multi-input combinational | 2140 | 28.8 |
| clock inverter | 1113 | 7.60 |
| timing repair buffer | 343 | 6.11 |
| clock buffer | 116 | 4.68 |
| tap | 1612 | 3.25 |
==> power by group <==
| part | internal, mW | leakage, nW | switching [mW] |
|---|---|---|---|
| Combinational | 0.589 | 10.5 | 0.926 |
| Sequential | 7.54 | 9.25 | 0.0394 |
| Clock | 4.80 | 7.36 | 4.24 |
| Total | 12.9 | 27.1 | 5.21 |
==> cells in the final DEF (no fill, tap or decap), types with 37 or more instances in the layout <==
master                               n
sky130_fd_sc_hd__buf_4             139
sky130_fd_sc_hd__nand3_1           141
sky130_fd_sc_hd__a22oi_1           192
sky130_fd_sc_hd__buf_12             89
sky130_fd_sc_hd__clkbuf_16         116
sky130_fd_sc_hd__edfxtp_1         1024
sky130_fd_sc_hd__a22o_1            128
sky130_fd_sc_hd__clkdlybuf4s50_1    46
sky130_fd_sc_hd__mux2i_1          1022
sky130_fd_sc_hd__nand3_2            37
sky130_fd_sc_hd__a21oi_1           192
sky130_fd_sc_hd__buf_2              44
sky130_fd_sc_hd__inv_1            1056
sky130_fd_sc_hd__nand2_1           193
sky130_fd_sc_hd__nor3_2             49
==> what timing repair did <==
action	4_1_cts	5_1_grt
hold buffers	0	0
pin swaps	144	101
gates resized	377	36
setup buffers	2	0
endpoints found under the setup margin	64	64
Power is estimated from default activity; no workload was simulated.
