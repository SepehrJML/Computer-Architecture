$ cat run.sh
#!/bin/bash
# OpenROAD 26Q1-2900-gdf79404cd8, Yosys 0.63+post, stock flow scripts
make -C /OpenROAD-flow-scripts/flow DESIGN_CONFIG=/design/flow/config.mk WORK_HOME=/design/flow/orfs finish
$ cat config.mk
export PLATFORM = sky130hd
export DESIGN_NAME = DE
export DESIGN_NICKNAME = DE
export VERILOG_FILES = /design/flow/design.v
export SDC_FILE = /design/flow/constraint.sdc
export NUM_CORES = 4
export LEC_CHECK = 1
export CORE_AREA = 10 10 203 203
export DIE_AREA = 0 0 213 213
$ cat constraint.sdc
current_design DE

set clk_period 1.0
set clk_io_pct 0.2

create_clock -name clk0 -period $clk_period [get_ports {clk}]

set non_clock_inputs [all_inputs -no_clocks]
set_input_delay [expr $clk_period * $clk_io_pct] -clock clk0 $non_clock_inputs
set_output_delay [expr $clk_period * $clk_io_pct] -clock clk0 [all_outputs]
$ cat design.v
module DE( clk,sclr,RegWriteD,MemWriteD,ALUSrcD,JumpD,BranchD,JalrD, ResultSrcD, ALUControlD,func3D, Rs1D,
	Rs2D,RdD,PCD,ExtImmD,PCPlus4D,RD1D,RD2D,RegWriteE,MemWriteE,ALUSrcE,JumpE,BranchE,JalrE, ResultSrcE,
	ALUControlE,func3E, Rs1E,Rs2E,RdE, PCE,ExtImmE,PCPlus4E,RD1E,RD2E);
	input clk,sclr,RegWriteD,MemWriteD,ALUSrcD,JumpD,BranchD,JalrD;
	input[1:0] ResultSrcD;
	input [2:0] ALUControlD,func3D;
	input[4:0] Rs1D,Rs2D,RdD;
	input[31:0]  PCD,ExtImmD,PCPlus4D,RD1D,RD2D;
	output RegWriteE,MemWriteE,ALUSrcE,JumpE,BranchE,JalrE;
	output[1:0] ResultSrcE;
	output [2:0] ALUControlE,func3E;
	output[4:0] Rs1E,Rs2E,RdE;
	output[31:0]  PCE,ExtImmE,PCPlus4E,RD1E,RD2E;
	Register #(1) R1(clk,1'b1,sclr,RegWriteD,RegWriteE);
	Register #(1) R2(clk,1'b1,sclr,MemWriteD,MemWriteE);
	Register #(1) R3(clk,1'b1,sclr,JumpD,JumpE);
	Register #(1) R4(clk,1'b1,sclr,ALUSrcD,ALUSrcE);
	Register #(1) R5(clk,1'b1,sclr,BranchD,BranchE);
	Register #(1) R6(clk,1'b1,sclr,JalrD,JalrE);
	Register #(2) R7 (clk,1'b1,sclr,ResultSrcD,ResultSrcE);
	Register #(3) R8 (clk,1'b1,sclr,ALUControlD,ALUControlE);
	Register #(3) R9 (clk,1'b1,sclr,func3D,func3E);
	Register #(5) R10 (clk,1'b1,sclr,Rs1D,Rs1E);
	Register #(5) R11 (clk,1'b1,sclr,Rs2D,Rs2E);
	Register #(5) R12 (clk,1'b1,sclr,RdD,RdE);
	Register R13 (clk,1'b1,sclr,PCD,PCE);
	Register R14 (clk,1'b1,sclr,ExtImmD,ExtImmE);
	Register R15 (clk,1'b1,sclr,PCPlus4D,PCPlus4E);
	Register R16 (clk,1'b1,sclr,RD1D,RD1E);
	Register R17 (clk,1'b1,sclr,RD2D,RD2E);
endmodule
module Register(clk,en,sclr,in,out);
	parameter N=32;
	input clk,en,sclr;
	input[N-1:0] in;
	output reg[N-1:0] out={N{1'b0}};
	always@(posedge clk)begin
		if(sclr)
		    	out<={N{1'b0}};
		else if(en)
			out<=in;
	end
endmodule
==> flow.log <==
[flow] collecting metrics
INFO  metric max-clock-path-buffers = 2
INFO  metric worst_path_dominant_cell_family = flip-flops
INFO  metric comb_power_share = 10.7%
INFO  metric synth_cell_types = 8
INFO  metric timing_max_transition_violations_final = 0
INFO  metric critical_path_peak_fanout = 1
INFO  metric layout_worst_path_cycle_share = 109%
INFO  metric clock_sinks = 189
INFO  metric floorplanUtilization = 15.4%
INFO  metric final_core_utilization = 26.8%
INFO  metric number_of_buffers_added_on_ports = 379
INFO  metric cell_internal_pwr = 0.0131 W
INFO  metric outcome = complete, but fails checks
INFO  metric setup_slack = -0.0883 ns
INFO  metric dpl_worst_slack = -0.0887 ns
INFO  metric totalWireLength = 19100 um
INFO  metric violations = setup timing
INFO  metric clk_transition_reported_paths = ~0.080 ns
INFO  metric die-height = 213 um
INFO  metric final_layout_size_suffix_gt1_share = a little under half
INFO  metric rsz0062_at_grt = yes
INFO  metric power_density = 1730 mW/mm^2
INFO  metric worstSetupPathType = flip-flop to output port
INFO  metric rows = 70
INFO  metric stage_log_warnings = 27
INFO  metric power_switching_share = 23.1%
INFO  metric worstPathArrival = 0.89 ns
INFO  metric drc = 0
INFO  metric coreArea = ~0.037 mm^2
INFO  metric synth_chip_area = approximately 0.0056 mm^2
INFO  metric p_leak = 4.38 nW
INFO  metric gr-usage-met2 = 13.1%
INFO  metric grt_most_used_layer = met2
INFO  metric grt_use_met1 = 8.99%
INFO  metric endpoint_kind = output port
INFO  metric design.portCount = 380
INFO  metric worst-path-buf-inv = 1
INFO  metric die_w = 213 um
INFO  metric cts_max_level = 4
INFO  metric seq_power_share = 47.1%
INFO  metric groute.usage.overall = a little over 8%
INFO  metric global_route.usage.met3 = under 10%
INFO  metric min-delay-path-class = primary input to flip-flop
INFO  metric hold_buffers = 0
INFO  metric tritoncts = built
INFO  metric timing.max_slew.rel_slack = between 80% and 90%
INFO  metric layout.filler_cells = between 3000 and 4000
INFO  metric grt_max_degree = 31
INFO  metric timing_hold_violations_final = 0
INFO  metric overflow = 0
INFO  metric finalWorstPathRequiredPeriod = 1.09 ns
INFO  metric vias_per_cell = approximately 3.1
INFO  metric grt_pass1_vias = 4331
INFO  metric start_kind = flip-flop
INFO  metric wl_per_cell = 14.9 um
INFO  metric max_cap_viol_count = 0
INFO  metric postSynthCellCount = around 400
INFO  metric number_of_setup_violations_in_the_final_report = 189
INFO  metric tightest_slew = 0.214 ns
INFO  metric hpwlAfterDp = roughly 16000 um
INFO  metric cpPeakStageDelay = around 0.34 ns
INFO  metric global_route_wire_length_before_repair = 27400 um
INFO  metric path_cells = buf_6
INFO  metric power_switching = around 0.0039 W
INFO  metric critPathRequiredTime = 0.80 ns
INFO  metric synth.ff_latch_count = roughly 190
INFO  metric route.antenna.remaining_nets = 0
INFO  metric area_growth = 74.4%
INFO  metric peakVddDrop = 0.00109 V
INFO  metric cp_slowest_cell = dfxtp_2
INFO  metric drt_first_iter_violations = 90
INFO  metric clockPowerShare = 42.2%
INFO  metric max_freq = around 920 MHz
INFO  metric dr_total_vias = between 4000 and 5000
INFO  metric design.die.area = 0.0454 mm^2
INFO  metric yosys-stat-cells = 399
INFO  metric master_cell_of_the_clock_root_buffer = clkbuf_16
INFO  metric detail_route.first_pass.iterations = 2
INFO  metric gp_routability_congestion = 0.806
INFO  metric ys_seq_share = 67.0%
INFO  metric synth_area_per_cell = 14.2 um^2
INFO  metric antenna-diode-count = 0
INFO  metric mappedNetlistArea = 0.00565 mm^2
INFO  metric cts_buf_count = 17
INFO  metric yosys_warns = 5
INFO  metric grt_antenna_before_repair = 1
[sequential cells by signal, indices dropped and copies added (netlist names), 5 cells and up]
register	cells
R13.out	32
R14.out	32
R15.out	32
R16.out	32
R17.out	32
R10.out	5
R11.out	5
R12.out	5
[power by group through the flow]
stage	Combinational [W]	Clock [W]	Sequential [W]
after CTS	0.00187	0.00757	0.00802
after global routing	0.00199	0.00783	0.00807
final	0.00182	0.00719	0.00802
[logic make-up (layout without fill, tap and decap cells)]
logic type | after synthesis | in the layout | share of synthesized area (%)
buffers and inverters | 21 | 435 | 4.10
DFF | 189 | 189 | 67.0
and+or+nand+nor | 189 | 189 | 28.9
[path summary, 6_finish.rpt]
kind | from | end | slack (ns) | cells after the start
setup / recovery | R13.out[25] | PCE[25] | -0.09 | 1
hold / removal | sclr | R7.out[0] | 0.13 | 3
[layer usage]
| metal | vias to the layer above | wire length (um) |
|---|---|---|
| met2 | 234 | 8930 |
| met4 | 2 | 215 |
| li1 | 2003 | - |
| met3 | 13 | 2950 |
| met5 | - | 18 |
| met1 | 1777 | 7030 |
[cell type report]
cell class	count	area [um^2]	share of cell area, %
multi-input combinational	189	1630	16.6
timing repair buffer	403	3180	32.3
sequential	189	3830	38.9
clock inverter	15	195	1.98
clock buffer	17	425	4.32
tap	468	586	5.94
[through the flow]
stage / instances / TNS, ns / total power (W) / hold WS (ns) / area [um^2]
floorplan: 399 / 0 / 0.00868 / 0.328 / 5650
global placement: 1249 / -0.344 / 0.0104 / 0.604 / 10100
detailed placement: 1249 / -0.277 / 0.0104 / 0.607 / 10100
CTS: 1281 / -18.42 / 0.0175 / 0.103 / 9800
global route: 1281 / -20.21 / 0.0179 / 0.115 / 9850
finish: 1281 / -8.57 / 0.0170 / 0.133 / 9850
[synth_stat cells]
cell / count / area share (%)
buf_12: 4 / 1.4
buf_2: 7 / 0.62
buf_6: 9 / 1.8
buf_8: 1 / 0.27
dfxtp_1: 189 / 67
nor2b_1: 89 / 9.9
nor2b_2: 60 / 9.3
nor2b_4: 40 / 9.7
[timing repair]
| action | 4_1_cts | 5_1_grt |
|---|---|---|
| setup endpoints to repair | 189 | 189 |
| gates resized | 647 | 21 |
| buffers inserted | 0 | 0 |
[cell usage in the layout, fill, tap and decap left out]
cell | Yosys | routed
inv_6 | 0 | 4
clkinvlp_4 | 0 | 1
nor2b_1 | 89 | 89
buf_2 | 7 | 181
buf_8 | 1 | 1
bufinv_16 | 0 | 2
buf_12 | 4 | 8
dfxtp_1 | 189 | 153
clkdlybuf4s50_1 | 0 | 189
clkinv_4 | 0 | 1
nor2b_2 | 60 | 60
buf_4 | 0 | 16
inv_8 | 0 | 6
dfxtp_2 | 0 | 36
clkinv_8 | 0 | 1
nor2b_4 | 40 | 40
buf_6 | 9 | 8
clkbuf_16 | 0 | 17
Power and IR drop assume default switching activity.
