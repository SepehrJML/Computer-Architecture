File: /design/flow/design.v
module EM(clk,RegWriteE,MemWriteE, ResultSrcE, RdE, ALUResultE,WriteDataE,ExtImmE,
	PCPlus4E, RegWriteM,MemWriteM, ResultSrcM,RdM, ALUResultM,WriteDataM,ExtImmM,
	PCPlus4M);
	input clk,RegWriteE,MemWriteE;
	input [1:0] ResultSrcE;
	input[4:0] RdE;
	input[31:0] ALUResultE,WriteDataE,ExtImmE,PCPlus4E;
	output RegWriteM,MemWriteM;
	output [1:0] ResultSrcM;
	output[4:0] RdM;
	output[31:0] ALUResultM,WriteDataM,ExtImmM,PCPlus4M;
	Register #(1) R1(clk,1'b1,1'b0,RegWriteE,RegWriteM);
	Register #(1) R2(clk,1'b1,1'b0,MemWriteE,MemWriteM);
	Register #(2) R3 (clk,1'b1,1'b0,ResultSrcE,ResultSrcM);
	Register #(5) R4 (clk,1'b1,1'b0,RdE,RdM);
	Register R5 (clk,1'b1,1'b0,ALUResultE,ALUResultM);
	Register R6 (clk,1'b1,1'b0,WriteDataE,WriteDataM);
	Register R7 (clk,1'b1,1'b0,ExtImmE,ExtImmM);
	Register R8 (clk,1'b1,1'b0,PCPlus4E,PCPlus4M);
endmodule
module Register(clk,en,sclr,in,out);
	parameter N=32;
	input clk,en,sclr;
	input[N-1:0] in;
	output reg[N-1:0] out={N{1'b0}};
	always@(posedge clk)begin
		if(sclr)
		    	out<={N{1'b0}};
		else if(en)
			out<=in;
	end
endmodule
File: /design/flow/run.sh
#!/bin/bash
# OpenROAD 26Q1-2900-gdf79404cd8, Yosys 0.63+post, stock flow scripts
make -C /OpenROAD-flow-scripts/flow DESIGN_CONFIG=/design/flow/config.mk WORK_HOME=/design/flow/orfs finish
File: /design/flow/config.mk
export PLATFORM = sky130hd
export DESIGN_NAME = EM
export DESIGN_NICKNAME = EM
export VERILOG_FILES = /design/flow/design.v
export SDC_FILE = /design/flow/constraint.sdc
export NUM_CORES = 4
export LEC_CHECK = 1
export CORE_AREA = 10 10 139 139
export DIE_AREA = 0 0 149 149
File: /design/flow/constraint.sdc
current_design EM

set clk_period 1.0
set clk_io_pct 0.2

create_clock -name clk0 -period $clk_period [get_ports {clk}]

set non_clock_inputs [all_inputs -no_clocks]
set_input_delay [expr $clk_period * $clk_io_pct] -clock clk0 $non_clock_inputs
set_output_delay [expr $clk_period * $clk_io_pct] -clock clk0 [all_outputs]
==> metrics.csv <==
metric,value,unit
mi_logic_area,0,µm²
number_of_global_route_vias_before_repair,2220,
cts_sinks,137,
ant_nets,0,
power_dissipated_by_switching_net_loads,2.28,mW
timing.final.crit_share,103,%
cts_buffers,17,
antenna_cells,0,
worst_hold_path.num_cells,1,
final_max_slew_violation_count,0,
io-pin-count,275,
crit_type,reg -> out,
lay_top_cells,"sky130_fd_sc_hd__clkdlybuf4s50_1 (137), sky130_fd_sc_hd__buf_2 (134), sky130_fd_sc_hd__dfxtp_1 (119)",
globalplace.congestion,0.794,
portBuffers,274,
synth-warning-count,4,
synth_seq_share,100,%
comb_power_share,6.4,%
yosys-stat-area,2740,µm²
avg_cell_area_syn,20.0,µm²
static-leakage-power,2.49,nW
finalPower,12.0,mW
outcome,"finished, violations left",
global_route.usage.total,8.21,%
slew_headroom,88.2,%
synthAoiAreaFrac,0,%
clockPowerShare,45.2,%
first_pass_grt_wire_length,13.9,mm
post_route_cells_drive_above_1_share,41.2,%
global_route.overflow_total,0,
routed_wire_length_per_instance,14.2,µm
synth-xor-area-share,0,%
ys_sh_adder,0,%
ctsResizeCount,440,
report.final.hold_viol_count,0,
finish.utilization,34.3,%
critical_path_arrival,0.83,ns
placed_area,5760,µm²
whs,0.231,ns
grt_setup_unrepaired,yes,
hpwl,7.86,mm
netlist_instances,137,
clock-root-buffer,sky130_fd_sc_hd__clkbuf_16,
die.size.y,149,µm
clk_path_buf_depth,2,
areaGrowthSynthToFinish,106,%
internal_power,9.74,mW
setup_ws,-0.0257,ns
final.min_clock_period,1.03,ns
cpMaxStageDelayCell,sky130_fd_sc_hd__dfxtp_2,
max_capacitance_violation_count,0,
crit_path_max_fanout,1,
muxShareOfSynthArea,0,%
power.share.sequential,48.4,%
crit_path_start_kind,flop,
violations_in_the_final_reports,negative setup slack,
die-area,22200,µm²
vias,2076,
layout.cell_area.non_filler,5640,µm²
initCoreUtil,16.7,%
post_synth_instance_area,2740,µm²
fmax,975,MHz
cts_htree_levels,4,
cp_data_required_time,0.80,ns
cp_capture_type,output port,
route.detailed.drc,0,
maximum_vdd_drop,1040,µV
list_of_cells_traversed_by_the_critical_path,buf_6,
simple_gate_share,0,%
worst-path-buf-inv,1,
power_density,2130,nW/µm²
floorplan.rows,47,
number_of_buffers_inserted_for_hold_repair_after_clock_tree_synthesis,0,
drt-vias-per-instance,3.14,
yosysUniqueCellTypes,1,
setup_viol,39,
clk_slew_on_worst_s_h_paths,0.05,ns
hp-class,in -> reg,
path_delay_family,flip-flops,
antenna_found_initial,0,
routed_wl,9.43,mm
timing_worst_slew_pin_value,0.177,ns
grt_max_degree,17,
post_cts.repair.setup_buffers,0,
die_width,149,µm
drt_iter0_drc,17,
yosys_cells,137,
core_region_area,16500,µm²
netSwitchingFraction,19.0,%
finalSetupTns,-0.327,ns
cpPeakStageDelay,0.32,ns
n_multi_input_combinational_cell,0,
synth.ff_latch_count,137,
worst-path-stages,1,
warning_count,27,
tritoncts,built,
final_common_cell,sky130_fd_sc_hd__clkdlybuf4s50_1,
drt_pre_antenna_iters,2,
[power groups by stage]
stage,Sequential (mW),Clock (mW),Combinational [mW]
CTS,5.82,5.66,0.798
global route,5.85,5.97,0.850
finish,5.82,5.43,0.772
[kinds of logic (layout without fill, tap and decap cells)]
logic type | after synthesis | count (layout)
DFF | 137 | 137
buffers and inverters | 0 | 305
[through the flow]
step	std cells	worst slack (ns)
floorplan	137	0.538
global placement	631	-0.0261
detailed placement	631	-0.0303
CTS	662	-0.0584
global route	662	-0.0773
finish	662	-0.0257
[cell type report]
cell class	instances	area [µm²]
clock buffer	24	482
fill	1631	10800
tap	220	275
clock inverter	7	45.0
sequential	137	2770
timing repair buffer	274	2080
[cell usage after synthesis]
cell type                 count  share of area [%]
sky130_fd_sc_hd__dfxtp_1    137                100
[path summary, 6_finish.rpt]
check | startpoint | to | slack [ns]
worst max-delay path | R6.out[20]$_DFF_P_ | WriteDataM[20] | -0.03
worst min-delay path | WriteDataE[21] | R6.out[21]$_DFF_P_ | 0.23
[layer usage]
layer  vias to the layer above  part of all wire, %  global-route usage, %
met2                       159                   48                   12.7
li1                       1011                    -                      -
met3                         8                   17                   6.35
met5                         -                    0                      0
met1                       898                   34                   8.87
met4                         0                  1.3                   1.32
[registers in the layout, summed over array words and instances (netlist names)]
| signal | cells |
|---|---|
| R1.out | 1 |
| R3.out | 2 |
| R4.out | 5 |
| R7.out | 32 |
| R2.out | 1 |
| R5.out | 32 |
| R8.out | 32 |
| R6.out | 32 |
No activity file was given, so power comes from the tool's default toggle rates.
